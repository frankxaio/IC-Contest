`flow/config.mk`:
```
export PLATFORM = sky130hd
export DESIGN_NAME = LBP
export DESIGN_NICKNAME = LBP
export VERILOG_FILES = /design/flow/design.v
export SDC_FILE = /design/flow/constraint.sdc
export NUM_CORES = 4
export LEC_CHECK = 1
export CORE_UTILIZATION = 30
```
`flow/constraint.sdc`:
```
current_design LBP

set clk_period 2.9
set clk_io_pct 0.2

create_clock -name clk0 -period $clk_period [get_ports {clk}]

set non_clock_inputs [all_inputs -no_clocks]
set_input_delay [expr $clk_period * $clk_io_pct] -clock clk0 $non_clock_inputs
set_output_delay [expr $clk_period * $clk_io_pct] -clock clk0 [all_outputs]
```
`flow/design.v`:
```
module LBP (
  output logic [13:0] gray_addr,
  output logic        gray_req,
  output logic [13:0] lbp_addr,
  output logic        lbp_valid,
  output logic [ 7:0] lbp_data,
  output logic        finish,
  input  logic        clk,
  input  logic        reset,
  input  logic        gray_ready,
  input  logic [ 7:0] gray_data
);
  localparam int WIDTH = 128;
  localparam int DATAWIDTH = 8;
  localparam int ADDRWIDTH = $clog2(WIDTH);   
  logic [          3:0] req_cnt;   
  logic [ADDRWIDTH-1:0] ctr_i;   
  logic [ADDRWIDTH-1:0] ctr_j;   
  logic [DATAWIDTH-1:0] ctr_data;   
  logic [DATAWIDTH-1:0] lbp_cal;   
  typedef enum logic [1:0] {
    IDLE,
    REQ,
    WR,
    DONE
  } state_t;
  state_t current_state, next_state;
  function automatic logic [13:0] calc_addr(input logic [ADDRWIDTH-1:0] row,
                                            input logic [ADDRWIDTH-1:0] col);
    calc_addr = {row, col};
  endfunction
  always_ff @(posedge clk) begin
    req_cnt <= (current_state == REQ) ? req_cnt + 4'd1 : 4'b0;
  end
  always_ff @(posedge clk) begin
    ctr_data <= (req_cnt == 0) ? gray_data : ctr_data;
  end
  assign gray_req = (current_state == REQ);
  always_ff @(posedge clk or posedge reset) begin
    if (reset) begin
      ctr_i <= 1;
      ctr_j <= 1;
    end else if (current_state == WR) begin
      if (ctr_j == WIDTH - 2) begin   
        ctr_j <= 1;
        ctr_i <= (ctr_i == WIDTH - 2) ? 1 : (ctr_i + 1);
      end else begin
        ctr_j <= ctr_j + 1;
      end
    end
  end
  always_comb begin
    unique case (req_cnt)
      4'd0:    gray_addr = calc_addr(ctr_i, ctr_j);   
      4'd1:    gray_addr = calc_addr(ctr_i - 1, ctr_j - 1);   
      4'd2:    gray_addr = calc_addr(ctr_i - 1, ctr_j);   
      4'd3:    gray_addr = calc_addr(ctr_i - 1, ctr_j + 1);   
      4'd4:    gray_addr = calc_addr(ctr_i, ctr_j - 1);   
      4'd5:    gray_addr = calc_addr(ctr_i, ctr_j + 1);   
      4'd6:    gray_addr = calc_addr(ctr_i + 1, ctr_j - 1);   
      4'd7:    gray_addr = calc_addr(ctr_i + 1, ctr_j);   
      4'd8:    gray_addr = calc_addr(ctr_i + 1, ctr_j + 1);   
      default: gray_addr = calc_addr(ctr_i, ctr_j);
    endcase
  end
  always_ff @(posedge clk) begin
    if (req_cnt == 4'd0) lbp_cal <= 8'd0;
    else if (gray_data >= ctr_data) lbp_cal <= lbp_cal | (8'd1 << (req_cnt - 1));
  end
  assign lbp_data  = lbp_cal;
  assign lbp_addr  = calc_addr(ctr_i, ctr_j);
  assign lbp_valid = (current_state == WR);
  always_ff @(posedge clk or posedge reset) begin
    if (reset) current_state <= IDLE;
    else current_state <= next_state;
  end
  always_comb begin
    unique case (current_state)
      IDLE:    next_state = gray_ready ? REQ : IDLE;
      REQ:     next_state = (req_cnt == 4'd8) ? WR : REQ;
      WR:      next_state = (lbp_addr == 14'd16254) ? DONE : REQ;
      DONE:    next_state = IDLE;
      default: next_state = IDLE;
    endcase
  end
  assign finish = (next_state == DONE);
endmodule
```
`flow/run.sh`:
```
#!/bin/bash
# OpenROAD 26Q1-2900-gdf79404cd8, Yosys 0.63+post, stock flow scripts
make -C /OpenROAD-flow-scripts/flow DESIGN_CONFIG=/design/flow/config.mk WORK_HOME=/design/flow/orfs finish
```
==> CHANGELOG.md <==
### Physical design

- Worst Hold Launch: current_state[3]
- Compound-gate portion of the synthesized area: 25.27%
- Mux cell area share: 0.7729%
- Arrival time at the worst endpoint: 2.28 ns
- Synthesized instance count: 290
- Die Span Y: between 90 and 100 um
- Port Buf Inserts: 49
- Diodes inserted: 0
- Number of enable-type register cells in the synthesized netlist: 8
- Source of the worst register-to-register timing path: ctr_data[0]
- Number of rows created at floorplan: 33
- I/O pin cnt: 50
- Simple-gate area share of the yosys netlist: 19.81%
- Worst setup path class: register to output port
- Share of synthesized registers carrying an async set or reset: a little under half
- Dominant cell type by area after synthesis: sky130_fd_sc_hd__dfrtp_1
- Worst supply voltage drop on vdd: 0.0001520 V
- Clock sink count: 38
- Ratio of cells with drive above 1 in the final layout: ~25%
- Worst setup EP type: output port
- Status: complete, no violations
- HPWL after detailed placement: 4.467 mm
- Worst-skew pair later-pin latency: approximately 0.29 ns
- CP startpoint kind: register
- Chip Area, Yosys: 2590 um2
- Via count: 2456
- Post-detailed-route count of antenna-violating nets: 0
- Post-Route Hold Slack: 0.4272 ns
- Largest type area fraction: 14.49%
- Top cell types by occurrence after synthesis: sky130_fd_sc_hd__inv_1, sky130_fd_sc_hd__ha_1, sky130_fd_sc_hd__o21ai_0
- Most repeated cell in the gate-level netlist after synthesis: sky130_fd_sc_hd__inv_1
- Clock-pin transition on the worst setup and hold timing paths: 0.07 ns
- Last weighted congestion value of the routability-driven placer: 0.9138
- Total of flip-flops plus latches after synthesis: 38
- Placed instance area: around 3300 um2
- Type of the most critical hold path: register to register
- Worst slew pin tran: ~0.71 ns
- CTS tree: done
- Maximum number of pins on one net before global-route repair: 19
- Number of unique standard cell types used by synthesis: around 54
- Pre-antenna DRT Iters: 4
- Total global-route track usage: 14.88%
- Cell area after synthesis: 2590 um2
- Largest family of logic cells by area: AND-OR/OR-AND gates
- Top cells by area: sky130_fd_sc_hd__dfrtp_1, sky130_fd_sc_hd__dfxtp_1, sky130_fd_sc_hd__edfxtp_1
- Detailed-route vias per instance: ~5.3
- Highest Clock Rate: 350.0 MHz
- Tmin final: 2.857 ns
- Via count of the first global-routing pass: 2175
- Number of max-slew violations in the final report: 0
- Area share of xor/xnor cells in the synthesized design: 1.014%
- Post-route standard cell area excluding fillers: 3671 um2
- CTS Buf Count: 5
- Setup repair after global routing missed its margin: yes
- Die x size: approximately 95 um
- Hold buffers post-CTS: 0
- Area of the core: 8299 um2
- Sequential share of the synthesized area: 36.09%
- Wire length reported by the detailed router: 6.561 mm
- Tool Warnings: 34
- Core Util at FP: between 30% and 40%
- Synthesized area per cell: 8.931 um2
- Top_reg_cell synth: sky130_fd_sc_hd__dfrtp_1
- Total die size: 9009 um2
- Number of setup violations in the final report: 0
- Maximum level of the CTS H-tree: 2
- Yosys warning tally: 1
- Final setup skew: about 0.0053 ns
- CP startpoint: req_cnt[0]
- Root buffer cell: sky130_fd_sc_hd__clkbuf_8
- Drt first-iter violations: between 100 and 150
- Initial antenna violation count: 0
- Total global routing overflow: 0
- Number of maximum-capacitance violations: 0
- Area share of fa/ha/maj cells after synthesis: 9.179%
- Slew margin rel.: 52.84%
- Areal power density over the cells: between 200 and 300 nW/um2
- DRC violation count after routing: 0
- Layout-stage area growth over the synthesis result: 41.74%
- Number of buffers on the longest clock path: 2
- Maximum fanout along the worst path: 7
- Post-layout util: about 44%
- Final worst-path cycle share: 98.53%
- First-pass GRT wire length: 10.56 mm
- Average wire per cell in the routed design: 14.17 um
- Number of failing hold endpoints at the final stage: 0
- Leakage power summed over all cells: 1.596 nW
- Critical path required time: 2.32 ns
- Ys cells: just under 300
sequential cells by signal (all words and copies together) (netlist names):
register and flops:
ctr_i 7, ctr_data 8, current_state 4, lbp_cal 8, req_cnt 4, ctr_j 7
where the power goes:
group / total [mW] / internal (mW) / leakage, nW / switching [mW]
logic: 0.0506 / 0.0253 / 1.13 / 0.0253
registers: 0.548 / 0.547 / 0.421 / 0.00143
clock network: 0.379 / 0.192 / 0.0482 / 0.187
total: 0.978 / 0.764 / 1.60 / 0.214
placed cells by master, fill, tap and decap left out, types with 3 or more instances in the layout:
master and n:
sky130_fd_sc_hd__a21o_1 5, sky130_fd_sc_hd__a21oi_1 11, sky130_fd_sc_hd__a221oi_1 6, sky130_fd_sc_hd__a221oi_2 6, sky130_fd_sc_hd__a22oi_1 4, sky130_fd_sc_hd__a31oi_1 7
sky130_fd_sc_hd__a32o_1 8, sky130_fd_sc_hd__and2_1 7, sky130_fd_sc_hd__and3_1 5, sky130_fd_sc_hd__buf_4 25, sky130_fd_sc_hd__buf_6 4, sky130_fd_sc_hd__clkbuf_8 6
sky130_fd_sc_hd__clkdlybuf4s50_1 40, sky130_fd_sc_hd__dfrtp_1 13, sky130_fd_sc_hd__dfstp_2 3, sky130_fd_sc_hd__dfxtp_1 8, sky130_fd_sc_hd__dlymetal6s2s_1 7, sky130_fd_sc_hd__edfxtp_1 8
sky130_fd_sc_hd__ha_1 11, sky130_fd_sc_hd__ha_2 6, sky130_fd_sc_hd__inv_1 26, sky130_fd_sc_hd__nand2_1 10, sky130_fd_sc_hd__nand2b_1 7, sky130_fd_sc_hd__nand3_1 12
sky130_fd_sc_hd__nor2_1 12, sky130_fd_sc_hd__nor2b_1 5, sky130_fd_sc_hd__nor3_1 11, sky130_fd_sc_hd__o21a_1 3, sky130_fd_sc_hd__o21ai_0 15, sky130_fd_sc_hd__o31ai_1 4
cell families after synthesis:
group | after synthesis
and+or+nand+nor | 92
AOI/OAI and AO/OA | 88
buffers and inverters | 48
DFF | 38
adders and majority gates | 19
xor gates and xnor gates | 3
muxes | 2
layer usage:
metal / up-vias / global-route usage [%] / part of all wire, %
li1: 1210 / - / -
met1: 1169 / 23.78 / 49
met2: 64 / 21.82 / 43
met3: 13 / 2.941 / 5.8
met4: 0 / 1.389 / 1.4
met5: - / 0 / 0
what timing repair did:
item                       CTS  global route
gates cloned                 1             1
gates resized               35            36
setup endpoints to repair   15            13
pin swaps                   11             5
setup buffers                5             5
path summary, 6_finish.rpt:
check	end	depth (start not counted)	slack, ns
max	gray_addr[8]	5	0.04
min	current_state[0]	1	0.43
max reg2reg	lbp_cal[5]	5	1.03
min reg2reg	current_state[0]	1	0.43
max in group asynchronous	ctr_j[2]	2	1.70
min in group asynchronous	ctr_j[1]	2	0.71
critical path, stage by stage (launching register included):
cell and delay, ns:
sky130_fd_sc_hd__dfxtp_4 0.36, sky130_fd_sc_hd__ha_2 0.22, sky130_fd_sc_hd__or4_4 0.55, sky130_fd_sc_hd__o211ai_4 0.17, sky130_fd_sc_hd__a221o_1 0.23, sky130_fd_sc_hd__clkdlybuf4s50_1 0.46
metrics by stage:
stage / total power [mW] / worst slack [ns] / cells / TNS, ns
after CTS: 0.9965 / 0.005232 / 457 / 0
final: 0.9778 / 0.04269 / 463 / 0
after global routing: 1.029 / -0.07093 / 463 / -0.1914
after detailed placement: 0.6131 / 0.05617 / 443 / 0
after global placement: 0.6118 / 0.1131 / 443 / 0
after floorplan: 0.5892 / 0.6190 / 290 / 0
layout make-up:
class	instances	area, um2
tap	105	131.4
inverter	29	113.9
multi-input combinational	204	1644
fill	753	4628
timing repair buffer	79	743.2
sequential	38	947.2
clock inverter	1	5.005
clock buffer	7	86.33
Power figures rest on the tool's default switching activity, not on a simulated workload.
