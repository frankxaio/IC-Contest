--- design/flow/run.sh ---
#!/bin/bash
# OpenROAD 26Q1-2900-gdf79404cd8, Yosys 0.63+post, stock flow scripts
make -C /OpenROAD-flow-scripts/flow DESIGN_CONFIG=/design/flow/config.mk WORK_HOME=/design/flow/orfs finish
--- design/flow/config.mk ---
export PLATFORM = sky130hd
export DESIGN_NAME = LCD_CTRL
export DESIGN_NICKNAME = LCD_CTRL
export VERILOG_FILES = /design/flow/design.v
export SDC_FILE = /design/flow/constraint.sdc
export NUM_CORES = 4
export LEC_CHECK = 1
export CORE_UTILIZATION = 50
export SYNTH_HDL_FRONTEND = slang
--- design/flow/constraint.sdc ---
current_design LCD_CTRL

set clk_period 23.2
set clk_io_pct 0.2

create_clock -name clk0 -period $clk_period [get_ports {clk}]

set non_clock_inputs [all_inputs -no_clocks]
set_input_delay [expr $clk_period * $clk_io_pct] -clock clk0 $non_clock_inputs
set_output_delay [expr $clk_period * $clk_io_pct] -clock clk0 [all_outputs]
--- design/flow/design.v ---
module LCD_CTRL (
  input              clk,
  input              reset,
  input        [3:0] cmd,
  input              cmd_valid,
  input        [7:0] IROM_Q,
  output logic       IROM_rd,
  output logic [5:0] IROM_A,
  output logic       IRAM_valid,
  output logic [7:0] IRAM_D,
  output logic [5:0] IRAM_A,
  output logic       busy,
  output             done
);
  typedef enum logic [3:0] {
    IDLE,
    ROM_RD,
    CMD_SU,
    CMD_SD,
    CMD_SL,
    CMD_SR,
    CMD_MAX,
    CMD_MIN,
    CMD_AVG,
    CMD_CCW,
    CMD_CW,
    CMD_MX,
    CMD_MY,
    CMD_WR,
    DONE
  } state_t;
  state_t cs, ns;
  parameter int BIT_WIDTH = 8;
  logic [BIT_WIDTH-1:0] map[8][8];
  logic [6:0] rom_rd_cnt, rom_rd_cnt_r;
  logic [6:0] cmd_cnt;
  logic [3:0] op_x, op_y;   
  logic [2*BIT_WIDTH-1:0] calc_res, calc_res_tmp1, calc_res_tmp2;
  logic [2:0] rom_rd_x, rom_rd_y, ram_wr_x, ram_wr_y;
  always_ff @(posedge clk or posedge reset) begin
    if (reset) rom_rd_cnt <= '0;
    else if (cs == ROM_RD) rom_rd_cnt <= rom_rd_cnt + 1'b1;
    else if (cs == CMD_WR) rom_rd_cnt <= rom_rd_cnt + 1'b1;
    else rom_rd_cnt <= '0;
  end
  always_ff @(posedge clk or posedge reset) begin
    if (reset) rom_rd_cnt_r <= '0;
    else rom_rd_cnt_r <= rom_rd_cnt;
  end
  assign rom_rd_x = rom_rd_cnt_r[2:0];
  assign rom_rd_y = rom_rd_cnt_r[5:3];
  assign ram_wr_x = rom_rd_cnt[2:0];
  assign ram_wr_y = rom_rd_cnt[5:3];
  always_ff @(posedge clk or posedge reset) begin
    if (reset) IROM_A <= '0;
    else if (cs == ROM_RD) IROM_A <= rom_rd_cnt;
  end
  always_ff @(posedge clk or posedge reset) begin
    if (reset) IROM_rd <= 1'b0;
    else if (cs == ROM_RD) IROM_rd <= 1'b1;
    else IROM_rd <= 1'b0;
  end
  always_ff @(posedge clk) begin
    if (IROM_rd == 1'b1) map[rom_rd_y][rom_rd_x] <= IROM_Q;   
    else if (cs == CMD_MAX || cs == CMD_MIN || cs == CMD_AVG) begin   
      map[op_y][op_x]      <= calc_res;
      map[op_y-1'b1][op_x] <= calc_res;
      map[op_y][op_x-1'b1] <= calc_res;
      map[op_y-1][op_x-1]  <= calc_res;
    end else if (cs == CMD_CCW) begin   
      map[op_y-1][op_x-1] <= map[op_y-1][op_x];
      map[op_y][op_x-1]   <= map[op_y-1][op_x-1];
      map[op_y][op_x]     <= map[op_y][op_x-1];
      map[op_y-1][op_x]   <= map[op_y][op_x];
    end else if (cs == CMD_CW) begin   
      map[op_y-1][op_x-1] <= map[op_y][op_x-1];
      map[op_y-1][op_x]   <= map[op_y-1][op_x-1];
      map[op_y][op_x]     <= map[op_y-1][op_x];
      map[op_y][op_x-1]   <= map[op_y][op_x];
    end else if (cs == CMD_MX) begin   
      map[op_y-1][op_x-1] <= map[op_y][op_x-1];
      map[op_y-1][op_x]   <= map[op_y][op_x];
      map[op_y][op_x]     <= map[op_y-1][op_x];
      map[op_y][op_x-1]   <= map[op_y-1][op_x-1];
    end else if (cs == CMD_MY) begin   
      map[op_y-1][op_x-1] <= map[op_y-1][op_x];
      map[op_y-1][op_x]   <= map[op_y-1][op_x-1];
      map[op_y][op_x]     <= map[op_y][op_x-1];
      map[op_y][op_x-1]   <= map[op_y][op_x];
    end
  end
  always_ff @(posedge clk or posedge reset) begin
    if (reset) IRAM_valid <= 1'b0;
    else if (cs == CMD_WR) IRAM_valid <= 1'b1;
    else IRAM_valid <= 1'b0;
  end
  assign IRAM_A = rom_rd_cnt_r;
  always_ff @(posedge clk or posedge reset) begin
    if (reset) IRAM_D <= '0;
    else if (cs == CMD_WR) IRAM_D <= map[ram_wr_y][ram_wr_x];
  end
  always_ff @(posedge clk or posedge reset) begin
    if (reset) begin
      op_x <= 4'd4;
      op_y <= 4'd4;
    end else begin
      case (cs)
        CMD_SU: begin
          op_x <= op_x;
          op_y <= (op_y != 4'd1) ? op_y - 1'd1 : op_y;
        end
        CMD_SD: begin
          op_x <= op_x;
          op_y <= (op_y != 4'd7) ? op_y + 1'd1 : op_y;
        end
        CMD_SL: begin
          op_x <= (op_x != 4'd1) ? op_x - 1'd1 : op_x;
          op_y <= op_y;
        end
        CMD_SR: begin
          op_x <= (op_x != 4'd7) ? op_x + 1'd1 : op_x;
          op_y <= op_y;
        end
        default: begin
          op_x <= op_x;
          op_y <= op_y;
        end
      endcase
    end
  end
  always_comb begin
    case (cs)
      CMD_MAX: begin
        if (map[op_y][op_x] > map[op_y][op_x-1]) calc_res_tmp1 = map[op_y][op_x];
        else calc_res_tmp1 = map[op_y][op_x-1];
        if (map[op_y-1][op_x] > map[op_y-1][op_x-1]) calc_res_tmp2 = map[op_y-1][op_x];
        else calc_res_tmp2 = map[op_y-1][op_x-1];
        if (calc_res_tmp1 > calc_res_tmp2) calc_res = calc_res_tmp1;
        else calc_res = calc_res_tmp2;
      end
      CMD_MIN: begin
        if (map[op_y][op_x] < map[op_y][op_x-1]) calc_res_tmp1 = map[op_y][op_x];
        else calc_res_tmp1 = map[op_y][op_x-1];
        if (map[op_y-1][op_x] < map[op_y-1][op_x-1]) calc_res_tmp2 = map[op_y-1][op_x];
        else calc_res_tmp2 = map[op_y-1][op_x-1];
        if (calc_res_tmp1 < calc_res_tmp2) calc_res = calc_res_tmp1;
        else calc_res = calc_res_tmp2;
      end
      CMD_AVG: begin
        calc_res_tmp1 = map[op_y][op_x] + map[op_y][op_x-1] + map[op_y-1][op_x] + map[op_y-1][op_x-1];
        calc_res_tmp2 = calc_res_tmp1 >> 2;
        calc_res = calc_res_tmp2;
      end
      default: calc_res = '0;
    endcase
  end
  always_ff @(posedge clk or posedge reset) begin
    if (reset) cs <= ROM_RD;
    else cs <= ns;
  end
  always_comb begin
    case (cs)
      IDLE: begin
        case (cmd)
          4'b0000: ns = (cmd_valid == 1) ? CMD_WR : IDLE;   
          4'b0001: ns = (cmd_valid == 1) ? CMD_SU : IDLE;   
          4'b0010: ns = (cmd_valid == 1) ? CMD_SD : IDLE;   
          4'b0011: ns = (cmd_valid == 1) ? CMD_SL : IDLE;   
          4'b0100: ns = (cmd_valid == 1) ? CMD_SR : IDLE;   
          4'b0101: ns = (cmd_valid == 1) ? CMD_MAX : IDLE;   
          4'b0110: ns = (cmd_valid == 1) ? CMD_MIN : IDLE;   
          4'b0111: ns = (cmd_valid == 1) ? CMD_AVG : IDLE;   
          4'b1000: ns = (cmd_valid == 1) ? CMD_CCW : IDLE;   
          4'b1001: ns = (cmd_valid == 1) ? CMD_CW : IDLE;   
          4'b1010: ns = (cmd_valid == 1) ? CMD_MX : IDLE;   
          4'b1011: ns = (cmd_valid == 1) ? CMD_MY : IDLE;   
          default: ns = (cmd_valid == 1) ? CMD_WR : IDLE;   
        endcase
      end
      ROM_RD:  ns = (rom_rd_cnt_r == 63) ? IDLE : ROM_RD;
      CMD_SU:  ns = IDLE;
      CMD_SD:  ns = IDLE;
      CMD_SL:  ns = IDLE;
      CMD_SR:  ns = IDLE;
      CMD_MAX: ns = IDLE;
      CMD_MIN: ns = IDLE;
      CMD_AVG: ns = IDLE;
      CMD_CW:  ns = IDLE;
      CMD_CCW: ns = IDLE;
      CMD_MX:  ns = IDLE;
      CMD_MY:  ns = IDLE;
      CMD_WR:  ns = (rom_rd_cnt_r == 63) ? DONE : CMD_WR;
      DONE:    ns = IDLE;
      default: ns = cs;   
    endcase
  end
  assign done = (cs == DONE);
  assign busy = (cs != IDLE);
endmodule
==> run summary <==
impl run done, here's what came out: outcome complete, but fails checks, failing checks capacitance limit, slew limit, clock slew at reported path FFs 70 ps, die outline width 320 um, Worst Setup End Kind flop, layout cells sized above 1 20.9%, Max-slew headroom -1.98%, Final Hold Vio Count 0, clk sinks 554, DPL Wire Length 233 mm, drt via density 8.49, worst skew pair latency 700 ps, main flop type edfxtp_1, AO/OA Area Share 22.2%, Fin Setup TNS 0 ps, Port Buf Inserts 38, fmax 0.0768 GHz, Worst-Margin Slew 1530 ps, Period minus WS final 13030 ps, initial DRC count 8819, num rows 116, skew final 35.9 ps, GR Layer Usage met1 73.1%, cts hold-fix bufs 0, crit path max fanout 100, P&R area growth vs syn 11.1%, Logic family by area multiplexers, GRT Util Overall 66.7%, number of I/O pins 39, Adders+Majority by Area 1.75%, first-pass GRT wire length 437 mm, WS Path Type flop to flop, met2 Track Usage GR 78.7%, CTS Buf Count 60, Max Cap Viol 1, CORE AREA 100000 um2, fin. max-slew vios 3, Top area cell types edfxtp_1 30%, mux4_2 14%, mux2i_1 7.9%, nand2_1 3.9%, nor2_1 3.4%, startpoint types flop, gr ovfl total 0, drt wl/cell 49.2 um, gr busiest metal met2, vias in the first global route 54100, fp_density 50.5%, yosys stat area 50500 um2, xor/xnor share 0.377%, CTS root buffer clkbuf_16, Mapped Cells 5091, Resized Gates After CTS 0, final wirelength 324 mm, H-tree levels 2, DRC 0, drt pass-1 iters 13, CTS tree built, initial antenna violation count 44, Mux area share 25.3%, met3 Track Usage GR 57.4%, Hold WC Path Type flop to flop, Cell variety after synth 116, # setup viols final 0, CTS max path bufs 3, die height 320 um, Mapped Area 50500 um2, EDFF count, synth 512, Layout Utilization 56.1%, register share after synthesis 32.6%, Ys Warns 0, largest net degree at the start of global routing 101, Yosys Instances 5091, Tool Warnings 32, Mapped Avg Cell Area 9.91 um2, cell taking the most area after synthesis edfxtp_1, Top-area cell share 30.5%, ys async rst share 7.58%, Required @ worst endpoint 23580 ps, flops out of synthesis 554, ANT nets after route 0, postcts setup bufs 0, and+or+nand+nor area frac 13.5%, Worst Path Arrival 13410 ps, Final period util 56.2%, gpl congestion 1.19, vias 55800, RSZ-0062 raised after global routing false, Chip Area 102000 um2
[layout make-up]
class | count | area, um2
diodes | 49 | 123
clock buffers | 78 | 1580
clock inverters | 32 | 439
fillers | 8292 | 43900
inverters | 54 | 206
multi-input cells | 4059 | 32100
flip-flops and latches | 554 | 16500
well taps | 1298 | 1620
repair buffers | 453 | 3530
[path summary, 6_finish.rpt]
kind | startpoint | endpoint | slack [ps] | cells past startpoint
max in group asynchronous | reset | rom_rd_cnt[3] | 18110 | 3
max | op_y[0] | map[1][42] | 10170 | 27
min in group asynchronous | reset | rom_rd_cnt_r[3] | 4510 | 3
min | rom_rd_cnt[6] | rom_rd_cnt_r[6] | 400 | 0
min reg2reg | rom_rd_cnt[6] | rom_rd_cnt_r[6] | 400 | 0
max reg2reg | op_y[0] | map[1][42] | 10170 | 27
[Yosys cell counts, types with 57 or more instances]
cell	n
buf_2	85
nand2_1	523
nor3_1	105
mux2i_1	396
nor2_1	460
mux2_2	127
o221ai_1	83
o211ai_1	57
edfxtp_1	512
a221oi_1	83
clkbuf_1	236
a22oi_1	102
nand3_1	127
a21oi_1	342
o21ai_0	298
mux4_2	321
o22ai_1	158
[registers in the layout (all words and copies together), names as in the netlist]
signal / count
IRAM_valid: 1
op_y: 4
rom_rd_cnt_r: 7
IRAM_D: 8
map: 512
cs: 4
op_x: 4
IROM_A: 6
rom_rd_cnt: 7
IROM_rd: 1
[per-stage QoR]
step                      cell area, um2  hold slack (ps)  worst slack (ps)  cells
after floorplan                    50500              352             13880   5091
after global placement             53900              380             11660   6418
after detailed placement           53900              392             11550   6418
after CTS                          56000              405             11520   6528
after global routing               56000              415             10770   6553
final                              56100              401             10170   6577
[layer usage]
metal / part of all wire (%) / wire [um]
met4: 11 / 36300
met3: 22 / 70000
met2: 36 / 117000
met1: 30 / 97300
met5: 1.1 / 3570
[cells in the final DEF, fill, tap and decap left out, drive strengths merged, types with 26 or more instances in the layout]
| cell | count |
|---|---|
| a2111oi | 33 |
| a211oi | 66 |
| a21oi | 348 |
| a221o | 26 |
| a221oi | 93 |
| a22oi | 102 |
| a31oi | 53 |
| and3 | 31 |
| buf | 415 |
| clkbuf | 78 |
| clkdlybuf4s50 | 38 |
| dfrtp | 39 |
| diode | 49 |
| edfxtp | 512 |
| ha | 45 |
| inv | 50 |
| mux2 | 138 |
| mux2i | 398 |
| mux4 | 321 |
| nand2 | 523 |
| nand2b | 45 |
| nand3 | 127 |
| nor2 | 463 |
| nor2b | 35 |
| nor3 | 113 |
| nor4 | 31 |
| o211ai | 57 |
| o21ai | 344 |
| o221ai | 83 |
| o22ai | 159 |
[worst max-delay path, stage by stage (launching register included)]
cell,delay [ps]
dfrtp_4,850
clkinv_2,530
ha_4,780
buf_12,450
nand2b_1,110
buf_4,330
nor2_2,1110
buf_4,470
a221oi_1,290
nand3_1,180
nand2_1,110
a32o_1,280
buf_4,210
inv_1,610
ha_1,390
a21o_1,170
a21oi_1,250
and2_1,550
o21ai_0,520
ha_1,400
a211oi_1,300
o21ai_0,300
o21ai_1,540
a21o_1,250
a21o_1,670
a41oi_4,500
o32ai_1,1230
a211oi_1,70
[cell families (layout without fill, tap and decap cells)]
kind of cell / Yosys count / after routing
AND-OR/OR-AND: 1621 / 1621
AND/OR/NAND/NOR: 1500 / 1500
multiplexers: 857 / 857
flip-flops: 554 / 554
buffers and inverters: 478 / 617
adder cells (fa/ha/maj): 61 / 61
XOR/XNOR: 20 / 20
other: 0 / 49
